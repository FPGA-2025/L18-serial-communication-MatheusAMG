==> design/flow/design.v <==
module transmitter (
    input clk,
    input rstn,
    input start,
    input [6:0] data_in,
    output reg serial_out
);
reg [6:0] intern_data;
wire parity;
reg [3:0] state_machine;
assign parity = ^intern_data;
parameter [3:0] S0  = 4'b0000,  
                S1  = 4'b0001,  
                S2  = 4'b0010,  
                S3  = 4'b0011,  
                S4  = 4'b0100,  
                S5  = 4'b0101,  
                S6  = 4'b0110,  
                S7  = 4'b0111,  
                S8  = 4'b1000,  
                S9  = 4'b1001;  
always @(posedge clk, negedge rstn) begin
    if (~rstn) begin
        intern_data <= 7'bxxxxxxx;
        serial_out <= 1'b1;
        state_machine <= S0;
    end
    else begin
        case (state_machine)
            S0: begin
                serial_out <= 1;
                if (start) begin
                  intern_data <= data_in;
                  state_machine <= S1;
                end  
                else begin
                  state_machine <= S0;
                end
            end
            S1: begin
                serial_out <= 0;
                state_machine <= S2;
            end
            S2: begin
                serial_out <= intern_data[0];
                state_machine <= S3;
            end
            S3: begin
                serial_out <= intern_data[1];
                state_machine <= S4;
            end
            S4: begin
                serial_out <= intern_data[2];
                state_machine <= S5;
            end
            S5: begin
                serial_out <= intern_data[3];
                state_machine <= S6;
            end
            S6: begin
                serial_out <= intern_data[4];
                state_machine <= S7;
            end
            S7: begin
                serial_out <= intern_data[5];
                state_machine <= S8;
            end
            S8: begin
                serial_out <= intern_data[6];
                state_machine <= S9;
            end
            S9: begin
                serial_out <= parity;
                state_machine <= S0;
            end
            default: state_machine <= S0;
        endcase
    end
end
endmodule
==> design/flow/run.sh <==
#!/bin/bash
# OpenROAD 26Q1-2900-gdf79404cd8, Yosys 0.63+post, stock flow scripts
make -C /OpenROAD-flow-scripts/flow DESIGN_CONFIG=/design/flow/config.mk WORK_HOME=/design/flow/orfs finish
==> design/flow/config.mk <==
export PLATFORM = sky130hd
export DESIGN_NAME = transmitter
export DESIGN_NICKNAME = transmitter
export VERILOG_FILES = /design/flow/design.v
export SDC_FILE = /design/flow/constraint.sdc
export NUM_CORES = 4
export LEC_CHECK = 1
export CORE_AREA = 10 10 93 93
export DIE_AREA = 0 0 103 103
==> design/flow/constraint.sdc <==
current_design transmitter

set clk_period 1.8
set clk_io_pct 0.2

create_clock -name clk0 -period $clk_period [get_ports {clk}]

set non_clock_inputs [all_inputs -no_clocks]
set_input_delay [expr $clk_period * $clk_io_pct] -clock clk0 $non_clock_inputs
set_output_delay [expr $clk_period * $clk_io_pct] -clock clk0 [all_outputs]
==> Table 3: Implementation characteristics <==
Physical implementation characteristics

Parameter                              Value

Status
  Run status .................. complete, no violations

Clock tree
  Sink count of the clock tree .................. 18
  Clk ins delay skew pair .................. 0.25 ns
  TritonCTS clock tree .................. done
  Maximum buffer depth of the clock tree .................. 2
  CTS H-tree lvls .................. 1
  Clock-pin slew reported for the worst setup and hold paths after clock tree synthesis .................. 0.06 ns
  Hold buffer count at cts .................. 0
  Clock root buffer .................. clkbuf_8
  Number of buffers added for setup after CTS .................. 0
  Number of buffers inserted during clock tree synthesis .................. 3
  Gates resized, CTS repair .................. 0

Yosys
  Area leader, netlist .................. dfrtp_1
  Simple-gate share of the synthesized area .................. 5.00%
  Seq/Total Area, Yosys .................. 67.0%
  Synthesis Warnings .................. 1
  Fraction of synthesized area in multiplexers .................. 13.1%
  Post-synthesis cell type count .................. 16
  Main combinational cell family by area after synthesis .................. multiplexers
  Synth Instances .................. 46
  Yosys Instances .................. 46
  Largest cells by area .................. dfrtp_1 (59%), mux2_2 (12%), dfstp_2 (7.8%), xnor2_1 (5.2%), xor2_1 (2.6%)
  Synthesized area divided by synthesized cell count .................. 14.7 um^2
  Post-synthesis sequential element count .................. 18
  Yosys stat area .................. 676 um^2
  Cell area after synthesis .................. 676 um^2
  Xor+xnor area frac .................. approximately 8%
  FA/HA/MAJ Cells, Area Fraction .................. 0%
  Dominant cell area share .................. 59.3%
  Aoi/oai-family share of the synthesized area .................. under 10%

Timing
  Fin Clk Skew .................. 0.00368 ns
  Cycle use final .................. 89.4%
  Post-Route Hold Slack .................. between 0.3 and 0.4 ns
  Count of final max-slew check failures .................. 0
  Least setup slack across all paths after layout .................. 0.191 ns
  Slew headroom .................. between 70% and 80%
  Unrepaired setup endpoints after global routing .................. no
  Max Clock Freq .................. around 0.62 GHz
  Final tally of setup violations .................. 0
  Crit path time final .................. 1.61 ns
  Accumulated negative setup slack .................. 0 ns
  Tightest Pin Transition .................. between 0.3 and 0.4 ns
  Final hold violation count .................. 0

Global routing
  Largest net degree at the start of global routing .................. 11
  GRT Total Usage .................. 2.62%
  Via count of the first global-routing pass .................. 436
  Sum of overflow across all layers after global routing .................. 0
  First-pass GRT wire length .................. about 2.2 mm
  Initial antenna violation count .................. 0

Floorplanning
  Area of the core .................. 6760 um^2
  Die outline height .................. 103 um
  Floorplan utilization .................. 10.0%
  Boundary Pins .................. 11
  Die footprint .................. 10600 um^2
  Die outline width .................. 103 um
  Number of rows in the core area .................. 30

Placement
  Pre-CTS setup slack .................. 0.212 ns
  HPWL after detailed placement .................. around 1000 um
  Routability congestion estimate from global placement .................. about 0.77
  Count of buffers inserted at the top-level ports .................. 10
  Post-Place Cells .................. 137

Setup path
  Type of destination of the critical path .................. output pin
  Kind of start point of the critical path .................. flop
  Critical path class .................. reg2out
  Kind of cell adding the most delay to the critical path .................. flip-flops
  Worst EP required .................. around 1.4 ns
  Sequence of cells on the critical path .................. clkdlybuf4s50_1
  Max FO, Critical Path .................. 2
  Stage delay of the slowest cell on the critical path .................. around 0.53 ns
  Data arrival time at the worst-slack endpoint .................. between 1 and 1.5 ns
  Crit-path slowest cell .................. dfstp_2
  Buffer and inverter count on the worst path .................. 1

Routing
  Antenna fix cells .................. 0
  Routed length per instance .................. roughly 9.0 um
  # DRC .................. 0
  DR pass1 iterations .................. 4
  Routed wire length .................. between 1 and 1.5 mm
  Total via count after detailed routing .................. 397
  Number of DRC markers in iteration 0 .................. 13
  Via/cell ratio .................. 2.82
  Final ANT Viol Nets .................. 0

Layout
  Growth of design area from synthesis to finish .................. 37.4%
  Post-Layout Cell Count .................. between 100 and 150
  Fraction of layout cells with a size suffix above 1 .................. between 20% and 30%
  Most frequent standard cell in the layout excluding fill and tap cells .................. dfrtp_1
  Most common logic cells in the final layout .................. dfrtp_1 (16), clkdlybuf4s50_1 (10), mux2_2 (7)
  Number of inserted filler cells in the final layout .................. 753

Flow run
  Tool warning count .................. 25
  Max Cap Violations .................. 0

Pwr
  Power density normalized to cell area .................. 767 nW/um^2
  Power consumption .................. roughly 0.71 mW
  Portion of total power attributed to combinational logic .................. 4.1%
  Internal power component .................. 0.580 mW
  Register share of total power .................. 56.9%
  VDD IR-drop max .................. between 300 and 400 uV
  Leakage component of the power .................. ~0.43 nW
  Switching Fraction .................. 18.5%
  Clock power share .................. 39.0%
  Switching component of the power .................. between 0.1 and 0.15 mW

Min path
  Class of the tightest hold or removal check .................. reg2reg
==> stage by stage <==
| stage | utilization [%] | cell area (um^2) |
|---|---|---|
| floorplan | - | 676 |
| global placement | 13.1 | 883 |
| detailed placement | 13.1 | 883 |
| CTS | 13.7 | 928 |
| global route | 13.7 | 928 |
| finish | 13.7 | 928 |
==> cell type report <==
| type | instances | area [um^2] | area share (%) |
|---|---|---|---|
| Multi-Input combinational cell | 26 | 215 | 23.2 |
| Sequential cell | 18 | 453 | 48.8 |
| Timing Repair Buffer | 11 | 108 | 11.6 |
| Inverter | 2 | 7.51 | 0.809 |
| Tap cell | 80 | 100 | 10.8 |
| Clock buffer | 4 | 45.0 | 4.85 |
==> power by group through the flow <==
stage	Combinational, mW	Sequential, mW	Clock, mW
CTS	0.0302	0.405	0.286
global route	0.0325	0.404	0.310
finish	0.0291	0.405	0.278
==> kinds of logic after synthesis <==
logic type             Yosys count
flip-flops                      18
buffers and inverters            2
XOR/XNOR                         6
multiplexers                     8
AND/OR/NAND/NOR                  7
AND-OR/OR-AND                    5
==> worst paths after layout <==
path / start / to / slack [ns] / cells after the start
min: state_machine[5] / state_machine[3] / 0.38 / 0
max reg2reg: intern_data[0] / serial_out / 0.56 / 4
min reg2reg: state_machine[5] / state_machine[3] / 0.38 / 0
max in group asynchronous: rstn / state_machine[1] / 0.92 / 2
min in group asynchronous: rstn / intern_data[2] / 0.40 / 1
max: serial_out / serial_out / 0.19 / 1
==> registers in the layout, summed over array words and instances, names as in the netlist <==
| name | cells |
|---|---|
| intern_data | 7 |
| serial_out | 1 |
| state_machine | 10 |
==> synthesized netlist by cell type, drive strengths merged <==
| cell | n |
|---|---|
| a21o | 2 |
| a222oi | 1 |
| a22oi | 2 |
| and3 | 1 |
| dfrtp | 16 |
| dfstp | 2 |
| inv | 2 |
| mux2 | 7 |
| mux2i | 1 |
| nand2 | 1 |
| nand3 | 1 |
| nor2 | 2 |
| nor3 | 1 |
| nor4 | 1 |
| xnor2 | 4 |
| xor2 | 2 |
==> layer usage <==
metal  share of wire [%]  track usage (%)  wire length, um  up-vias
met2                  37             3.17              469       15
met1                  56             4.12              706      191
met4                0.47            0.214                6        0
li1                    -                -                -      189
met3                 6.6             1.29               83        2
met5                   0                0                0        -
Power is estimated from default activity; no workload was simulated.
