File: flow/design.v
module receiver (
    input clk,
    input rstn,
    output ready,
    output [6:0] data_out,
    output parity_ok_n,
    input serial_in
);
reg [7:0] dados_internos;
reg [3:0] state_machine;
reg ready_interno;
parameter [3:0] S0  = 4'b0000,  
                S1  = 4'b0001,  
                S2  = 4'b0010,  
                S3  = 4'b0011,  
                S4  = 4'b0100,  
                S5  = 4'b0101,  
                S6  = 4'b0110,  
                S7  = 4'b0111,  
                S8  = 4'b1000;  
assign parity_ok_n = ^dados_internos;
assign data_out = dados_internos[6:0];
assign ready = ready_interno;
always @(posedge clk, negedge rstn)begin
    if(~rstn) begin
        ready_interno <= 0;
        state_machine <= S0;
    end
    else begin
        case (state_machine)
            S0: begin
                ready_interno <= 0;
                if (~serial_in) state_machine <= S1;
                else state_machine <= S0;
            end 
            S1: begin    
                ready_interno <= 0;
                dados_internos[0] <= serial_in;
                state_machine <= S2;
            end 
            S2: begin    
                ready_interno <= 0;
                dados_internos[1] <= serial_in;
                state_machine <= S3;
            end 
            S3: begin    
                ready_interno <= 0;
                dados_internos[2] <= serial_in;
                state_machine <= S4;
            end 
            S4: begin    
                ready_interno <= 0;
                dados_internos[3] <= serial_in;
                state_machine <= S5;
            end 
            S5: begin    
                ready_interno <= 0;
                dados_internos[4] <= serial_in;
                state_machine <= S6;
            end  
            S6: begin    
                ready_interno <= 0;
                dados_internos[5] <= serial_in;
                state_machine <= S7;
            end 
            S7: begin    
                ready_interno <= 0;
                dados_internos[6] <= serial_in;
                state_machine <= S8;
            end 
            S8: begin    
                ready_interno <= 1;
                dados_internos[7] <= serial_in;
                state_machine <= S0;
            end 
            default: state_machine <= 0; 
        endcase
    end
end
endmodule
File: flow/run.sh
#!/bin/bash
# OpenROAD 26Q1-2900-gdf79404cd8, Yosys 0.63+post, stock flow scripts
make -C /OpenROAD-flow-scripts/flow DESIGN_CONFIG=/design/flow/config.mk WORK_HOME=/design/flow/orfs finish
File: flow/config.mk
export PLATFORM = sky130hd
export DESIGN_NAME = receiver
export DESIGN_NICKNAME = receiver
export VERILOG_FILES = /design/flow/design.v
export SDC_FILE = /design/flow/constraint.sdc
export NUM_CORES = 4
export LEC_CHECK = 1
export CORE_AREA = 10 10 80 80
export DIE_AREA = 0 0 90 90
File: flow/constraint.sdc
current_design receiver

set clk_period 2.4
set clk_io_pct 0.2

create_clock -name clk0 -period $clk_period [get_ports {clk}]

set non_clock_inputs [all_inputs -no_clocks]
set_input_delay [expr $clk_period * $clk_io_pct] -clock clk0 $non_clock_inputs
set_output_delay [expr $clk_period * $clk_io_pct] -clock clk0 [all_outputs]
==> out/metrics.cfg <==
[outcome]
outcome = finished, final reports clean

[routing]
ant_nets = 0
drtIter0Drc = 3
met2WireLength_um = 381
num_vias = 338
wl_met1_um = 492
drc_errors = 0
antenna_cells = 0
wirelength_um = 1038
wire_per_inst_um = 8.508
avgViaCountPerCell = 2.770
routed.top_layer = met3
dr.pass1.iters = 3
wl_met3_um = 163

[grt]
antenna_found_initial = 0
grt_max_degree = 16
grt_overflow = 0
grt_pass1_vias = 382
grtUsageTotal_pct = 2.880
grt_first_pass_wirelength_um = 1890

[synth]
syn_area_sq_um = 694.4
yosys-top-cells-area = edfxtp_1 (35%), dfrtp_1 (32%), buf_4 (7.6%)
synth_flops = 18
syn_inst = 46
ys_types = 13
yosys-stat-cells = 46
avgSynthCellArea_sq_um = 15.10
synth-edff-count = 8
yosysChipArea_sq_um = 694.4
synth-async-reset-ratio_pct = 55.56
top_cell = dfrtp_1
postSynthSeqShare_pct = 70.81
synth_warnings = 1
top_cells_by_count = dfrtp_1 (9), and2_1 (8), edfxtp_1 (8)
yosys.area.top_type = edfxtp_1
ff_type = dfrtp_1
top_cell_area_share_pct = 34.59

[die]
chipArea_sq_mm = 0.008100
fp-utilization_pct = 14.70
core_area_sq_mm = 0.004723
die.size.y_um = 90
die-width_um = 90
pin_count = 12
rows = 25

[setup_path]
crit_chain = xnor2_1 > xnor2_1 > xnor2_1 > clkdlybuf4s50_1
crit_type = flop to output port
cp-start-kind = flop
timing.critical_path.mode_cell = xnor2_1
path_max_fanout = 2
worstPathRequired_ps = 1920
slowest_stage = clkdlybuf4s50_1
end_kind = output port
crit_arrival_ps = 1630
cp_slowest_stage_delay_ps = 470

[placement]
dp_hpwl_um = 801.6
io_buffer_count = 11
dp.cells = 118
gp_congestion = 0.7447

[sta]
holdWs_ps = 393.8
slew_violations = 0
worst_pin_slew_ps = 466.6
final-setup-viol-count = 0
hold_violations = 0
max_freq_ghz = 0.4733
finalCriticalPeriod_ps = 2113
relSlewSlack_pct = 68.80
skew_ps = 8.319
rsz0062_at_grt = false
finalCritPeriodShare_pct = 88.03
setup_tns_ps = 0

[power_and_ir_drop]
p_leak_uw = 0.0003468
vdd_drop_max_mv = 0.1785
total_power_uw = 539.5
p_per_area_mw_per_mm2 = 607.3

[cells_and_area]
fin_cells = 122
syn_to_final_growth_pct = 27.93
utilization_pct = 18.81
drive_gt1_share_pct = 9.091

[clocking]
cts_tree = built
cts_resized = 0
clkSinkCount = 18
holdBufCountCts = 0
h-tree-depth = 1
path_clk_slew_ps = 70
clock-root-buffer = clkbuf_8
numCtsBuffers = 3
clk_latency_ps = 250
post_cts_buffers = 0
cts_buffer_depth = 2

[run]
warnings = 25
maxCapViolations = 0

[worst_hold_path]
hold_class = flop to flop

-- report_power, final --
| group | switching (uW) | internal [uW] |
|---|---|---|
| clock network | 93.2 | 113 |
| logic | 6.76 | 3.91 |
| registers | 0 | 322 |
-- cell usage in the layout (no fill, tap or decap), drive strengths merged --
cell type / n
a21o: 1
a41o: 1
and2: 8
buf: 1
clkbuf: 3
clkdlybuf4s50: 11
clkinv: 1
dfrtp: 9
dfstp: 1
edfxtp: 8
inv: 1
nor2b: 1
nor3: 1
nor4: 1
xnor2: 6
xor2: 1
-- routing by layer --
metal / vias up / global-route usage, %
li1: 166 / -
met1: 159 / 3.517
met2: 13 / 3.692
met3: 0 / 2.850
met4: 0 / 0.1326
met5: - / 0
-- area by class of cell --
type	count	area [sq um]
Sequential cell	18	491.7
Clock buffer	3	41.29
Fill cell	498	3835
Timing Repair Buffer	12	117.6
Multi-Input combinational cell	20	146.4
Inverter	1	3.754
Clock inverter	1	3.754
Tap cell	67	83.83
-- cell families (layout without fill, tap and decap cells) --
family | Yosys count | count (layout) | share of synthesized area, %
compound gates | 2 | 2 | 2.523
simple gates | 11 | 11 | 9.730
buf+inv | 8 | 17 | 8.108
flops | 18 | 18 | 70.81
xor+xnor | 7 | 7 | 8.829
-- per-stage QoR --
step / instance area, sq um / setup slack, ps
after global placement: 843.3 / 561.8
after detailed placement: 843.3 / 546.3
after global routing: 888.4 / 178.8
after floorplan: 694.4 / 1104
after CTS: 888.4 / 265.2
final: 888.4 / 287.3
-- worst paths after layout --
check                      depth (start not counted)                          to                         from  slack, ps
max                                                4                 parity_ok_n  dados_internos[3]$_DFFE_PP_        290
min                                                0  state_machine[7]$_DFF_PN0_   state_machine[3]$_DFF_PN0_        390
min in group asynchronous                          1  state_machine[7]$_DFF_PN0_                         rstn        550
min reg2reg                                        0  state_machine[7]$_DFF_PN0_   state_machine[3]$_DFF_PN0_        390
max reg2reg                                        2   ready_interno$_DFFE_PN0P_   state_machine[0]$_DFF_PN1_       1470
max in group asynchronous                          2  state_machine[0]$_DFF_PN1_                         rstn       1320
-- sequential cells by signal, summed over array words and instances, names as in the netlist --
register / cells
dados_internos: 8
ready_interno: 1
state_machine: 9
-- worst max-delay path, delay by kind of cell (launching register included) --
| family | cells | cell delay [ps] |
|---|---|---|
| xor+xnor | 3 | 500 |
| buf+inv | 1 | 470 |
| flops | 1 | 410 |
